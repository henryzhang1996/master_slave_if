[/design/flow/config.mk]
export PLATFORM = sky130hd
export DESIGN_NAME = dma_if
export DESIGN_NICKNAME = dma_if
export VERILOG_FILES = /design/flow/design.v
export SDC_FILE = /design/flow/constraint.sdc
export NUM_CORES = 4
export LEC_CHECK = 1
export CORE_AREA = 10 10 273 273
export DIE_AREA = 0 0 283 283
[/design/flow/constraint.sdc]
current_design dma_if

set clk_period 1.2
set clk_io_pct 0.2

create_clock -name clk0 -period $clk_period [get_ports {clk}]

set non_clock_inputs [all_inputs -no_clocks]
set_input_delay [expr $clk_period * $clk_io_pct] -clock clk0 $non_clock_inputs
set_output_delay [expr $clk_period * $clk_io_pct] -clock clk0 [all_outputs]
[/design/flow/design.v]
module dma_if (
  input      [1:0]    peri_sel,
  output reg          dma_req,
  input               dma_gnt,
  output reg [31:0]   dma_addr,
  output reg          dma_we,
  output reg [31:0]   dma_wdata,
  input      [31:0]   dma_rdata,
  input               dma_rvalid,
  input               peri0_req,
  output reg          peri0_gnt,
  input      [31:0]   peri0_addr,
  input               peri0_we,
  input      [31:0]   peri0_wdata,
  output reg [31:0]   peri0_rdata,
  output reg          peri0_rvalid,
  input               peri1_req,
  output reg          peri1_gnt,
  input      [31:0]   peri1_addr,
  input               peri1_we,
  input      [31:0]   peri1_wdata,
  output reg [31:0]   peri1_rdata,
  output reg          peri1_rvalid,
  input               peri2_req,
  output reg          peri2_gnt,
  input      [31:0]   peri2_addr,
  input               peri2_we,
  input      [31:0]   peri2_wdata,
  output reg [31:0]   peri2_rdata,
  output reg          peri2_rvalid,
  input               peri3_req,
  output reg          peri3_gnt,
  input      [31:0]   peri3_addr,
  input               peri3_we,
  input      [31:0]   peri3_wdata,
  output reg [31:0]   peri3_rdata,
  output reg          peri3_rvalid,
  input               clk,
  input               reset 
);
  reg                 peri0_req_regNext;
  reg                 peri0_we_regNext;
  reg        [31:0]   peri0_addr_regNext;
  reg        [31:0]   peri0_wdata_regNext;
  reg                 dma_gnt_regNext;
  reg        [31:0]   dma_rdata_regNextWhen;
  reg                 dma_rvalid_regNext;
  reg                 peri1_req_regNext;
  reg                 peri1_we_regNext;
  reg        [31:0]   peri1_addr_regNext;
  reg        [31:0]   peri1_wdata_regNext;
  reg                 dma_gnt_regNext_1_;
  reg        [31:0]   dma_rdata_regNextWhen_1_;
  reg                 dma_rvalid_regNext_1_;
  reg                 peri2_req_regNext;
  reg                 peri2_we_regNext;
  reg        [31:0]   peri2_addr_regNext;
  reg        [31:0]   peri2_wdata_regNext;
  reg                 dma_gnt_regNext_2_;
  reg        [31:0]   dma_rdata_regNextWhen_2_;
  reg                 dma_rvalid_regNext_2_;
  reg                 peri3_req_regNext;
  reg                 peri3_we_regNext;
  reg        [31:0]   peri3_addr_regNext;
  reg        [31:0]   peri3_wdata_regNext;
  reg                 dma_gnt_regNext_3_;
  reg        [31:0]   dma_rdata_regNextWhen_3_;
  reg                 dma_rvalid_regNext_3_;
  always @ (*) begin
    peri0_gnt = 1'b0;
    case(peri_sel)
      2'b00 : begin
        peri0_gnt = dma_gnt_regNext;
      end
      2'b01 : begin
      end
      2'b10 : begin
      end
      default : begin
      end
    endcase
  end
  always @ (*) begin
    peri0_rdata = 32'h0;
    case(peri_sel)
      2'b00 : begin
        peri0_rdata = dma_rdata_regNextWhen;
      end
      2'b01 : begin
      end
      2'b10 : begin
      end
      default : begin
      end
    endcase
  end
  always @ (*) begin
    peri0_rvalid = 1'b0;
    case(peri_sel)
      2'b00 : begin
        peri0_rvalid = dma_rvalid_regNext;
      end
      2'b01 : begin
      end
      2'b10 : begin
      end
      default : begin
      end
    endcase
  end
  always @ (*) begin
    peri1_gnt = 1'b0;
    case(peri_sel)
      2'b00 : begin
      end
      2'b01 : begin
        peri1_gnt = dma_gnt_regNext_1_;
      end
      2'b10 : begin
      end
      default : begin
      end
    endcase
  end
  always @ (*) begin
    peri1_rdata = 32'h0;
    case(peri_sel)
      2'b00 : begin
      end
      2'b01 : begin
        peri1_rdata = dma_rdata_regNextWhen_1_;
      end
      2'b10 : begin
      end
      default : begin
      end
    endcase
  end
  always @ (*) begin
    peri1_rvalid = 1'b0;
    case(peri_sel)
      2'b00 : begin
      end
      2'b01 : begin
        peri1_rvalid = dma_rvalid_regNext_1_;
      end
      2'b10 : begin
      end
      default : begin
      end
    endcase
  end
  always @ (*) begin
    peri2_gnt = 1'b0;
    case(peri_sel)
      2'b00 : begin
      end
      2'b01 : begin
      end
      2'b10 : begin
        peri2_gnt = dma_gnt_regNext_2_;
      end
      default : begin
      end
    endcase
  end
  always @ (*) begin
    peri2_rdata = 32'h0;
    case(peri_sel)
      2'b00 : begin
      end
      2'b01 : begin
      end
      2'b10 : begin
        peri2_rdata = dma_rdata_regNextWhen_2_;
      end
      default : begin
      end
    endcase
  end
  always @ (*) begin
    peri2_rvalid = 1'b0;
    case(peri_sel)
      2'b00 : begin
      end
      2'b01 : begin
      end
      2'b10 : begin
        peri2_rvalid = dma_rvalid_regNext_2_;
      end
      default : begin
      end
    endcase
  end
  always @ (*) begin
    peri3_gnt = 1'b0;
    case(peri_sel)
      2'b00 : begin
      end
      2'b01 : begin
      end
      2'b10 : begin
      end
      default : begin
        peri3_gnt = dma_gnt_regNext_3_;
      end
    endcase
  end
  always @ (*) begin
    peri3_rdata = 32'h0;
    case(peri_sel)
      2'b00 : begin
      end
      2'b01 : begin
      end
      2'b10 : begin
      end
      default : begin
        peri3_rdata = dma_rdata_regNextWhen_3_;
      end
    endcase
  end
  always @ (*) begin
    peri3_rvalid = 1'b0;
    case(peri_sel)
      2'b00 : begin
      end
      2'b01 : begin
      end
      2'b10 : begin
      end
      default : begin
        peri3_rvalid = dma_rvalid_regNext_3_;
      end
    endcase
  end
  always @ (*) begin
    case(peri_sel)
      2'b00 : begin
        dma_req = peri0_req_regNext;
      end
      2'b01 : begin
        dma_req = peri1_req_regNext;
      end
      2'b10 : begin
        dma_req = peri2_req_regNext;
      end
      default : begin
        dma_req = peri3_req_regNext;
      end
    endcase
  end
  always @ (*) begin
    case(peri_sel)
      2'b00 : begin
        dma_we = peri0_we_regNext;
      end
      2'b01 : begin
        dma_we = peri1_we_regNext;
      end
      2'b10 : begin
        dma_we = peri2_we_regNext;
      end
      default : begin
        dma_we = peri3_we_regNext;
      end
    endcase
  end
  always @ (*) begin
    case(peri_sel)
      2'b00 : begin
        dma_addr = peri0_addr_regNext;
      end
      2'b01 : begin
        dma_addr = peri1_addr_regNext;
      end
      2'b10 : begin
        dma_addr = peri2_addr_regNext;
      end
      default : begin
        dma_addr = peri3_addr_regNext;
      end
    endcase
  end
  always @ (*) begin
    case(peri_sel)
      2'b00 : begin
        dma_wdata = peri0_wdata_regNext;
      end
      2'b01 : begin
        dma_wdata = peri1_wdata_regNext;
      end
      2'b10 : begin
        dma_wdata = peri2_wdata_regNext;
      end
      default : begin
        dma_wdata = peri3_wdata_regNext;
      end
    endcase
  end
  always @ (posedge clk or posedge reset) begin
    if (reset) begin
      peri0_req_regNext <= 1'b0;
      peri0_we_regNext <= 1'b0;
      peri0_addr_regNext <= 32'h0;
      peri0_wdata_regNext <= 32'h0;
      dma_gnt_regNext <= 1'b0;
      dma_rdata_regNextWhen <= 32'h0;
      dma_rvalid_regNext <= 1'b0;
    end else begin
      peri0_req_regNext <= peri0_req;
      if(dma_gnt)begin
        peri0_req_regNext <= 1'b0;
      end
      peri0_we_regNext <= peri0_we;
      peri0_addr_regNext <= peri0_addr;
      peri0_wdata_regNext <= peri0_wdata;
      dma_gnt_regNext <= dma_gnt;
      if((dma_rvalid == 1'b1))begin
        dma_rdata_regNextWhen <= dma_rdata;
      end
      dma_rvalid_regNext <= dma_rvalid;
    end
  end
  always @ (posedge clk or posedge reset) begin
    if (reset) begin
      peri1_req_regNext <= 1'b0;
      peri1_we_regNext <= 1'b0;
      peri1_addr_regNext <= 32'h0;
      peri1_wdata_regNext <= 32'h0;
      dma_gnt_regNext_1_ <= 1'b0;
      dma_rdata_regNextWhen_1_ <= 32'h0;
      dma_rvalid_regNext_1_ <= 1'b0;
    end else begin
      peri1_req_regNext <= peri1_req;
      if(dma_gnt)begin
        peri1_req_regNext <= 1'b0;
      end
      peri1_we_regNext <= peri1_we;
      peri1_addr_regNext <= peri1_addr;
      peri1_wdata_regNext <= peri1_wdata;
      dma_gnt_regNext_1_ <= dma_gnt;
      if((dma_rvalid == 1'b1))begin
        dma_rdata_regNextWhen_1_ <= dma_rdata;
      end
      dma_rvalid_regNext_1_ <= dma_rvalid;
    end
  end
  always @ (posedge clk or posedge reset) begin
    if (reset) begin
      peri2_req_regNext <= 1'b0;
      peri2_we_regNext <= 1'b0;
      peri2_addr_regNext <= 32'h0;
      peri2_wdata_regNext <= 32'h0;
      dma_gnt_regNext_2_ <= 1'b0;
      dma_rdata_regNextWhen_2_ <= 32'h0;
      dma_rvalid_regNext_2_ <= 1'b0;
    end else begin
      peri2_req_regNext <= peri2_req;
      if(dma_gnt)begin
        peri2_req_regNext <= 1'b0;
      end
      peri2_we_regNext <= peri2_we;
      peri2_addr_regNext <= peri2_addr;
      peri2_wdata_regNext <= peri2_wdata;
      dma_gnt_regNext_2_ <= dma_gnt;
      if((dma_rvalid == 1'b1))begin
        dma_rdata_regNextWhen_2_ <= dma_rdata;
      end
      dma_rvalid_regNext_2_ <= dma_rvalid;
    end
  end
  always @ (posedge clk or posedge reset) begin
    if (reset) begin
      peri3_req_regNext <= 1'b0;
      peri3_we_regNext <= 1'b0;
      peri3_addr_regNext <= 32'h0;
      peri3_wdata_regNext <= 32'h0;
      dma_gnt_regNext_3_ <= 1'b0;
      dma_rdata_regNextWhen_3_ <= 32'h0;
      dma_rvalid_regNext_3_ <= 1'b0;
    end else begin
      peri3_req_regNext <= peri3_req;
      if(dma_gnt)begin
        peri3_req_regNext <= 1'b0;
      end
      peri3_we_regNext <= peri3_we;
      peri3_addr_regNext <= peri3_addr;
      peri3_wdata_regNext <= peri3_wdata;
      dma_gnt_regNext_3_ <= dma_gnt;
      if((dma_rvalid == 1'b1))begin
        dma_rdata_regNextWhen_3_ <= dma_rdata;
      end
      dma_rvalid_regNext_3_ <= dma_rvalid;
    end
  end
endmodule
[/design/flow/run.sh]
#!/bin/bash
# OpenROAD 26Q1-2900-gdf79404cd8, Yosys 0.63+post, stock flow scripts
make -C /OpenROAD-flow-scripts/flow DESIGN_CONFIG=/design/flow/config.mk WORK_HOME=/design/flow/orfs finish
==> results.txt <==
Implementation results. Per the run summary, max-cap violations total 0. The final timing summary puts the cycle share of the worst path at 1.508. Clock tree synthesis selected as its root buffer the cell clkbuf_16. The top cell type in the final layout, fill and taps aside, is clkdlybuf4s50_1.

In this run the remaining antenna-violating nets after routing total 0. STA lists the endpoint of the worst register-to-register path as dma_rdata_regNextWhen_1_[31]. STA classifies the critical path startpoint as a register.

Number of buffers and inverters on the critical path landed at 1. Port buffer count landed at 503. In the routed layout, each cell is associated on average with a via count of 3.526. Number of placement rows landed at 96. The timing report attributes the biggest portion of critical-path delay to multiplexers.

TritonCTS built the clock tree. The data required time reported for the critical path is 0.96 ns. The slowest stage of the critical path belongs to the cell mux4_2.

Vertical die dimension landed at 283 µm. As reported, the later end of the worst-skew pair has a clock insertion delay of 0.53 ns. On the critical path the data arrives at 1.57 ns. Minimum clock period landed at 1.810 ns. Cell depth of the worst min-delay path landed at 2. Largest clock skew in the final design landed at 0 ns.

Mean post-synth cell area landed at 18.19 µm². Final global-route overflow total landed at 0. In this run the critical path is formed by mux4_2 > buf_2. Measured against its own limit, the worst slew margin works out to 0.7651. Worst slack after detailed placement landed at -0.8931 ns. The power report puts the leakage power at 8.471 nW.

Per the CTS log, the maximum H-tree level is 2. The min-delay analysis places its worst path in the category input pin to register. For this run, the number of Yosys warnings is 1. In the final layout, the fill cell count is 6828. The detailed router finished its first iteration with 224 violations.

The synth_stat.txt file lists the number of cells as 585. In this run the full chip footprint comes out at 0.08009 mm². Highest ir drop seen on vdd landed at 1.152 mV.

The report puts the hold buffer count at CTS at 0. Post-detailed-placement half-perimeter wirelength landed at 30570 µm. Setup repair after global routing could not meet its margin everywhere. The first global-routing pass estimated 60730 µm of wire. The worst setup path is captured at an output pin. Post-synthesis instance total landed at 585. Number of register bits inferred by synthesis landed at 298. Iteration count of the initial detailed-routing pass landed at 4. In the synthesis report, Yosys lists the chip area as 0.01064 mm². The checks that failed: setup timing. Path depth of the worst reg2reg path landed at 4.

Walking the critical path from launch to capture passes 2 cell instances. The flow ran to the end, but the final reports show violations. Final setup violation count landed at 202.

The flow measured a signed area growth from synthesis to layout of 79.17%. Looking at the critical path, the highest net fanout was 1. The initial antenna violation count was 4. Netlist area before placement landed at 0.01064 mm².

The number of global-route vias before repair came to 8707. Layout cell share with drive strength beyond 1 landed at 0.4666. The startpoint identified for the worst register-to-register timing path is dma_rdata_regNextWhen_1_[31].

Routability congestion estimate landed at 0.8509. Final count of hold timing violations landed at 0. Clock buffer count from CTS landed at 34. Of the synthesized area, sequential elements account for 0.7007. In the floorplan report the effective utilization is 0.1552. The horizontal die dimension reported for this design is 283 µm.

The routed design shows a wire length per standard cell of 18.82 µm. Pin count of the biggest net entering global routing landed at 45. Adding up every negative setup slack in the final design gives -84.70 ns. The routed layout has 7714 vias. Hold timing on the final database bottoms out at a slack of 0.06545 ns.

The synthesized netlist contains 14 unique library cells. Summing over the stages, the warning tally comes to 28. The launch point of the worst min-delay path is recorded as dma_rvalid.

The largest single stage delay on the critical path is 0.54 ns. Setup slack of the worst register-to-register path landed at 0.09 ns. Number of buffers between clock root and the deepest sink landed at 3. Total power density per cell area landed at 1333 mW/mm². Routed wire length landed at 41180 µm. 504 I/O pins were placed. Ranking logic cells in the layout by count gives the top entries clkdlybuf4s50_1 (298), dfrtp_1 (287), buf_2 (164), buf_6 (95), and3b_1 (68). For this run, the top clock speed supported by timing is 0.5526 GHz. The number of clock sinks came to 298. The worst hold path terminates at dma_rvalid_regNext_3_. Overall power of the completed layout landed at 0.02542 W.

After detailed routing, the number of remaining DRC violations is 0. By startpoint and endpoint, the worst setup path is classified as register to output pin. Area of the placeable core landed at 0.06859 mm². Clock-pin slew of the registers on the worst-case setup and hold paths landed at 0.06 ns. The global routing report lists combined usage of all routing layers as 0.1033.

Per the final report, max-transition violations number 0. Worst path setup slack after routing landed at -0.6097 ns. Actual transition at the worst max-transition pin landed at 0.3524 ns.
==> sequential cells by signal, indices dropped and copies added, names as in the netlist, 32 cells and up <==
signal and count:
peri0_addr_regNext 32, peri2_wdata_regNext 32, peri3_addr_regNext 32, peri2_addr_regNext 32, peri1_wdata_regNext 32, peri0_wdata_regNext 32
peri1_addr_regNext 32, dma_rdata_regNextWhen_1_ 32, peri3_wdata_regNext 32
==> worst max path at each step <==
| stage | slack [ns] | start | endpoint |
|---|---|---|---|
| 5_1_grt | -0.69 | peri3_addr_regNext[20] | dma_addr[20] |
| 4_1_cts | -0.67 | peri2_addr_regNext[20] | dma_addr[20] |
| 6_report | -0.61 | peri3_addr_regNext[20] | dma_addr[20] |
==> layout make-up <==
cell class	instances	area [µm²]	share of cell area
tap	931	1165	0.06109
inverter	1	7.507	0.0003937
clock buffer	51	1016	0.05328
sequential	298	7471	0.3918
multi-input combinational	238	3286	0.1723
clock inverter	10	140.1	0.007349
antenna	1	2.502	0.0001312
timing repair buffer	658	5981	0.3136
==> metal layers <==
metal | part of all wire | GRT usage | up-vias
met4 | 0.032 | 0.02741 | 6
met1 | 0.36 | 0.1177 | 3875
met5 | 0.00092 | 0 | -
met2 | 0.50 | 0.1713 | 342
li1 | - | - | 3422
met3 | 0.11 | 0.05019 | 69
==> cell families (layout without fill, tap and decap cells) <==
| logic type | count (synthesis) | count (layout) | share of synthesized area |
|---|---|---|---|
| mux | 98 | 98 | 0.1735 |
| buf+inv | 49 | 720 | 0.02351 |
| other cells | 0 | 1 | 0 |
| simple gates | 140 | 140 | 0.1023 |
| flops | 298 | 298 | 0.7007 |
==> what timing repair did <==
item,CTS,global route
setup endpoints to repair,202,202
pin swaps,48,2
endpoints found under the hold margin,0,0
gates resized,772,96
buffers inserted,83,21
cloned,1,2
==> report_power, final <==
| group | internal, W | switching [W] | total [W] |
|---|---|---|---|
| combinational | 0.00263 | 0.00128 | 0.00391 |
| clock | 0.00652 | 0.00413 | 0.0106 |
| sequential | 0.0106 | 0.000247 | 0.0109 |
==> stage by stage <==
step                instance area [µm²]    util  cells
global route                      19070  0.2780   2188
floorplan                         10690       -    585
finish                            19070  0.2780   2188
detailed placement                17200  0.2507   2031
CTS                               18690  0.2724   2176
global placement                  17200  0.2507   2031
==> synth_stat cells <==
cell type	instances	area, µm²
clkbuf_2	1	5.000
dfrtp_1	298	7457
clkbuf_1	24	90.09
nor3b_1	34	255.2
buf_4	2	15.01
inv_1	1	3.750
and3b_1	68	595.6
buf_2	16	80.08
mux2_1	2	22.52
buf_6	5	56.30
mux4_2	66	1486
nor2b_1	4	25.02
and3_1	34	212.7
mux2_2	30	337.8
Power and IR drop assume default switching activity.
